**design/flow/run.sh**
```bash
#!/bin/bash
# OpenROAD 26Q1-2900-gdf79404cd8, Yosys 0.63+post, stock flow scripts
make -C /OpenROAD-flow-scripts/flow DESIGN_CONFIG=/design/flow/config.mk WORK_HOME=/design/flow/orfs finish
```
**design/flow/config.mk**
```make
export PLATFORM = sky130hd
export DESIGN_NAME = id_ex
export DESIGN_NICKNAME = id_ex
export VERILOG_FILES = /design/flow/design.v
export SDC_FILE = /design/flow/constraint.sdc
export NUM_CORES = 4
export LEC_CHECK = 1
export CORE_AREA = 10 10 145 145
export DIE_AREA = 0 0 155 155
```
**design/flow/constraint.sdc**
```tcl
current_design id_ex

set clk_period 1.0
set clk_io_pct 0.2

create_clock -name clk0 -period $clk_period [get_ports {clk}]

set non_clock_inputs [all_inputs -no_clocks]
set_input_delay [expr $clk_period * $clk_io_pct] -clock clk0 $non_clock_inputs
set_output_delay [expr $clk_period * $clk_io_pct] -clock clk0 [all_outputs]
```
**design/flow/design.v**
```verilog
module id_ex (
    input clk,
    input ALUSrc,MemtoReg,MemRead,MemWrite,RegWrite,
    input[1:0]ALUOp,
    input [31:0] rs1,
    input [31:0] rs2,
    input [4:0] if_rs1,
    input [4:0] if_rs2,
    input [31:0] immediate,
    input [4:0] if_rd,
    input [31:0]if_id_instruction,
    output reg id_ex_ALUSrc,id_ex_MemtoReg,id_ex_MemRead,id_ex_MemWrite,id_ex_RegWrite,
    output reg [1:0]id_ex_ALUOp,
    output reg [31:0] out_rs1,
    output reg [31:0] out_rs2,
    output reg [4:0] id_rs1,
    output reg [4:0] id_rs2,
    output reg [4:0] id_rd,
    output reg [31:0] immediate_out,
    output reg [31:0] id_ex_instr
);
always @(posedge clk ) begin
    out_rs1 <= rs1;
    out_rs2 <= rs2;
    id_rs1  <= if_rs1;
    id_rs2  <= if_rs2;
    id_rd   <= if_rd;
    id_ex_ALUSrc   <= ALUSrc;
    id_ex_MemtoReg <= MemtoReg;
    id_ex_MemRead  <= MemRead;
    id_ex_MemWrite <= MemWrite;
    id_ex_RegWrite <= RegWrite;
    id_ex_ALUOp    <= ALUOp;
    immediate_out <= immediate;
    id_ex_instr <= if_id_instruction;
end
endmodule
```
==> impl_metrics.yaml <==
# implementation run metrics
finish:
  regArea_mm2: 0.00304
  fillerInstances: 1786
  layout.area.comb_um2: 0
  area_delta_synth_final_pct: 107
  n_multi_input_combinational_cell: 0
  layout_top_cells_excl_fill_tap: "150 x clkdlybuf4s50_1, 147 x buf_2, 123 x dfxtp_1"
  final_layout_top_logic_cell: "clkdlybuf4s50_1"
  layout-drive-gt1-share_pct: 43.2
final_timing:
  fmaxAchievable_ghz: 0.960
  final.hold.worst_slack_ns: 0.217
  maxSlewHeadroom_pct: 88.3
  finalWorstSetupSlack_ns: -0.0413
  hold_violations: 0
  tightestPinTransition_ns: 0.176
  maxSlewViolCount: 0
  timing.final.setup_violations: 135
  grt_setup_unrepaired: "true"
  period_minus_slack_ns: 1.04
  timing.final.crit_share_pct: 104
  totalNegativeSetupSlack_ns: -1.96
critical_path:
  critical_path.startpoint: "out_rs2[25]"
  worst-setup-path-type: "register to primary output"
  end_point_of_the_critical_path: "out_rs2[25]"
  critical-path-top-delay-family: "flip-flops"
  path_cells: "buf_2"
  critical_path.max_fanout: 1
  timing.critical_path.required_ns: 0.80
  slowest_delay_ns: 0.32
  critical_path_cell_count: 1
  crit_buf_inv: 1
  arrival_ns: 0.84
  worstSetupEndpointType: "primary output"
  timing.critical_path.from_type: "register"
  cp_slowest_cell: "dfxtp_2"
routing:
  drt_iter0_drc: 46
  n_antenna_cell: 0
  drc: 0
  routed_wl_um: 11400
  post_drt_wl_per_cell_um: 16.0
  detailedRoute.firstPassIterationCount: 3
  vias_per_cell: 3.19
  drt.antenna.violating_nets: 0
  dr_total_vias: 2264
synth:
  yosys.cell_types.count: 1
  synth-cells-yosys: 150
  yosysWarnings: 1
  post_synth_fa_ha_maj_area_fraction_pct: 0
  ys_ff: 150
  synthXorXnorAreaFrac_pct: 0
  synth.mux.area_fraction_pct: 0
  cell_count_after_synthesis: 150
  synth-area-yosys_mm2: 0.00300
  syn_area_mm2: 0.00300
  post_synth.cell_area_avg_um2: 20.0
  simple_gate_share_pct: 0
  postSynthSeqShare_pct: 100
  ao_oa_area_share_pct: 0
global_route:
  first_global_vias: 2615
  grt.met1_usage_pct: 8.87
  first_pass_grt_wire_length_um: 16500
  antenna_found_initial: 0
  met3_usage_pct: 7.02
  globalRouteMet2Util_pct: 15.3
  grt_remaining_overflow: 0
  grt_usage_pct: 9.10
  pin_count_of_the_biggest_net_entering_global_routing: 17
  global_route.peak_usage_layer: "met2"
die:
  die.size.y_um: 155
  fp.dieArea_mm2: 0.0240
  rows: 49
  placeable_core_region_mm2: 0.0180
  top_level_ports: 301
  die_w_um: 155
  initCoreUtil_pct: 16.7
power:
  power-per-cell-area_mw_per_mm2: 2210
  cellLeakagePower_nw: 2.75
  irDropWorstVdd_v: 0.00150
cts:
  clock-root-buffer: "clkbuf_16"
  cts.sink_count: 150
  post-cts-setup-buffers: 0
  cts_clock_pin_slew_for_the_worst_setup_and_hold_paths_ns: 0.07
  ctsHtreeMaxLevel: 4
  tritoncts.num_buffers: 17
  cts_buffer_depth: 2
  clock_tree_from_tritoncts: "built"
  cts_hold_fix_bufs: 0
place:
  finalWeightedCongestion: 0.774
  numPortBuffers: 300
  dp_hpwl_um: 9550
job:
  tool_warnings: 27
  max_cap_violations: 0
run_status:
  violations_in_the_final_reports: "negative setup slack"
  status: "complete, but fails checks"
min_path:
  hold-path-cell-count: 1
  min-delay-path-class: "primary input to register"
Yosys cell counts:
library cell  count  area, µm²
dfxtp_1         150       3000
layout make-up:
type,instances,area share [%]
Sequential cell,150,49.0
Clock buffer,17,6.86
Tap cell,229,4.62
Clock inverter,14,2.93
Timing Repair Buffer,300,36.6
timing repair:
| action | CTS | global route |
|---|---|---|
| resized | 509 | 10 |
| setup endpoints to repair | 150 | 150 |
| hold endpoints to repair | 0 | 0 |
how the worst min path moves through the flow:
stage,to,start,slack (ns)
CTS,id_ex_instr[16],if_id_instruction[16],0.19
global route,id_ex_instr[16],if_id_instruction[16],0.18
finish,id_ex_instr[16],if_id_instruction[16],0.22
cell families (layout without fill, tap and decap cells):
family	Yosys count	count (layout)
DFF	150	150
buffers and inverters	0	331
registers in the layout (all words and copies together) (netlist names):
| name | cells |
|---|---|
| id_rs2 | 5 |
| id_ex_RegWrite | 1 |
| id_ex_MemRead | 1 |
| id_rs1 | 5 |
| id_ex_MemWrite | 1 |
| id_ex_instr | 32 |
| out_rs1 | 32 |
| id_ex_ALUOp | 2 |
| out_rs2 | 32 |
| immediate_out | 32 |
| id_rd | 5 |
| id_ex_MemtoReg | 1 |
| id_ex_ALUSrc | 1 |
metrics by stage:
step | instances | instance area, µm² | power [W] | util [%] | setup WS, ns
after floorplan | 150 | 3000 | 0.00642 | - | 0.538
after global placement | 679 | 6290 | 0.00769 | 35.0 | -0.0375
after detailed placement | 679 | 6290 | 0.00769 | 35.0 | -0.0309
after CTS | 710 | 6170 | 0.0139 | 34.4 | -0.0769
after global routing | 710 | 6200 | 0.0143 | 34.5 | -0.0909
final | 710 | 6200 | 0.0137 | 34.5 | -0.0413
routing by layer:
metal | vias to the layer above | share of wire [%]
met2 | 157 | 51
li1 | 1106 | -
met4 | 0 | 1.2
met3 | 7 | 16
met1 | 994 | 32
met5 | - | 0
power breakdown:
| group | switching (W) | total (W) | internal (W) |
|---|---|---|---|
| Sequential | 0.0000687 | 0.00637 | 0.00631 |
| Clock | 0.00269 | 0.00649 | 0.00379 |
| Combinational | 0.000153 | 0.000859 | 0.000706 |
| Total | 0.00291 | 0.0137 | 0.0108 |
Power and IR drop assume default switching activity.
