==> flow/design.v <==
module Instruction_Memory(read_addr, Instr_out);
    input [31:0]read_addr;
    output [31:0]Instr_out;
    reg [31:0]mem1[72:0];
initial begin
    mem1[0]  <= 32'b00000000101100001000000100110011;  
    mem1[4]  <= 32'b00000000101000010000000010010011;  
    mem1[8]  <= 32'b00000000000000001010000110000011;  
    mem1[12] <= 32'b00000000000100011000001010110011;  
    mem1[16] <= 32'b00000001010110100000001001100011;  
    mem1[20] <= 32'b01111110100000000000101100010011;  
    mem1[24] <= 32'b00000011011100000000101110010011;  
    mem1[28] <= 32'b00000000100011101000111111100111;  
    mem1[32] <= 32'b00000001010000000000101100010011;  
    mem1[36] <= 32'b00000000000001010000000010110011;  
    mem1[40] <= 32'b00000000010100010000001000110011;  
    mem1[44] <= 32'b00000001010000110010000000100011;  
    mem1[48] <= 32'b00000000000011110010101100000011;  
    mem1[52] <= 32'b00000000000001001111001110110011;  
    mem1[56] <= 32'b00000001000110000000001001100011;  
    mem1[60] <= 32'b00000010100000000000101110010011;  
    mem1[64] <= 32'b00000001100000000000110000010011;  
    mem1[68] <= 32'b00000001110011101101110110110011;  
    mem1[72] <= 32'b00000000010011011001101010010011;  
end
assign Instr_out = mem1[read_addr];
endmodule
==> flow/run.sh <==
#!/bin/bash
# OpenROAD 26Q1-2900-gdf79404cd8, Yosys 0.63+post, stock flow scripts
make -C /OpenROAD-flow-scripts/flow DESIGN_CONFIG=/design/flow/config.mk WORK_HOME=/design/flow/orfs finish
==> flow/config.mk <==
export PLATFORM = sky130hd
export DESIGN_NAME = Instruction_Memory
export DESIGN_NICKNAME = Instruction_Memory
export VERILOG_FILES = /design/flow/design.v
export SDC_FILE = /design/flow/constraint.sdc
export NUM_CORES = 4
export LEC_CHECK = 1
export CORE_AREA = 10 10 74 74
export DIE_AREA = 0 0 84 84
==> flow/constraint.sdc <==
current_design Instruction_Memory

set clk_period 1.5
set clk_io_pct 0.2

create_clock -name clk0 -period $clk_period

set non_clock_inputs [all_inputs -no_clocks]
set_input_delay [expr $clk_period * $clk_io_pct] -clock clk0 $non_clock_inputs
set_output_delay [expr $clk_period * $clk_io_pct] -clock clk0 [all_outputs]
==> results.yml <==
# implementation run metrics
sta:
  hold_slack_ns: 1.01
  period_minus_slack_ns: 1.63
  report.final.slew_viol_count: 0
  setup_viol: 9
  setup_ws_ns: -0.127
  final_hold_viol_count: 0
  fmax_mhz: 615
  fin_setup_tns_ns: -0.723
  finalCritPeriodShare: 1.08
  rsz0062_at_grt: "true"
cells_and_area:
  stdcell_count: 229
  final_area_sq_mm: 0.00163
  seq_cells: 0
  flop_area_sq_um: 0
  area_delta_synth_final_pct: 127
  fillCellCount: 372
  clkbuf_count: 0
  mi_logic_area_sq_um: 842
  drive_gt1_frac: 0.704
  layout_top_cell: "buf_4"
  layout_top_cells: "buf_4, buf_2, buf_6"
drt:
  drc: 0
  route.vias.total: 1065
  antenna_left: 0
  dr.pass1.iters: 4
  via_per_inst: 4.65
  drtIter0Drc: 46
  drt-total-wl_um: 3440
  routedWlPerCell_um: 15.0
  insertedDiodeCount: 0
floorplan:
  row_count: 23
  core_area_sq_mm: 0.00397
  fp_util: 0.181
  pin_count: 64
  chip_area_sq_mm: 0.00706
  die_w_um: 84
  die_h_um: 84
worst_setup_path:
  slowest_delay_ns: 0.27
  path_buffers: 4
  critPathRequiredTime_ns: 1.20
  crit_chain: "buf_12 -> inv_8 -> ha_4 -> buf_12 -> nand2b_4 -> nand2_2 -> a211o_1 -> buf_2"
  startpoint_type: "input port"
  crit_slowest_cell: "ha_4"
  cp_max_fo: 6
  end_kind: "output port"
  arrival_ns: 1.33
  cp_top_family: "buffers and inverters"
  worstSetupPathType: "input port to output port"
  cp_common_cell: "buf_12"
place:
  placed_area_sq_mm: 0.00122
  gp_congestion: 0.872
  place_inst: 206
  io_buffers: 33
  dp_hpwl_um: 2110
power_and_ir_drop:
  leakagePower_nw: 0.747
  p_total_mw: 0.476
  p_per_area_mw_per_mm2: 292
  peakVddDrop_mv: 0.131
global_routing:
  grt_overflow: 0
  grt_first_pass_wirelength_um: 5150
  grt_usage: 0.0840
  grt_max_degree: 9
  grt_pass1_vias: 1000
  grt_antenna_before_repair: 0
logic_synthesis:
  ys_warn_count: 1
  ys_cells: 111
  synth_area_per_cell_sq_um: 6.49
  syn_inst: 111
  synth_area_sq_um: 721
  synth_cell_types: 32
  synth_seq_share: 0
  yosys_area_sq_um: 721
run:
  max_cap_violations: 0
  warning_count: 67
hold_path:
  hold_path_class: "input port to output port"
run_status:
  status: "complete, but fails checks"
  violations: "negative setup slack"
[synthesized netlist by cell type (3+ instances only)]
cell / instances / area [sq um]
nor3b_1: 3 / 22.5
nor2_1: 12 / 45.0
nor2b_1: 8 / 50.1
nand2_1: 6 / 22.5
inv_1: 3 / 11.3
buf_6: 4 / 45.0
a21oi_1: 13 / 65.1
nand2b_1: 7 / 43.8
ha_1: 6 / 75.1
nor3_1: 3 / 15.0
o21ai_0: 7 / 35.0
buf_4: 8 / 60.1
buf_2: 7 / 35.0
[per-stage QoR]
stage	setup slack, ns	utilization
2_1_floorplan	-0.0288	-
3_3_place_gp	-0.980	0.306
3_5_place_dp	-0.964	0.306
4_1_cts	-0.155	0.365
5_1_grt	-0.196	0.411
6_report	-0.127	0.411
[what timing repair did]
item,CTS,global route
hold endpoints to repair,0,0
gates cloned,2,0
pin swaps,31,22
hold buffers,0,0
buffers inserted,12,10
setup endpoints to repair,28,24
resized,167,30
[worst min-delay path, delay by kind of cell]
family	cells	cell delay, ns
buffers and inverters	3	0.37
AND/OR/NAND/NOR	1	0.05
[logic make-up after synthesis]
logic type / Yosys count / share of synthesized area
and+or+nand+nor: 46 / 0.359
buffers and inverters: 22 / 0.210
muxes: 1 / 0.0139
adders and majority gates: 6 / 0.104
AOI/OAI and AO/OA: 34 / 0.302
other: 2 / 0.0104
[layout make-up]
type | instances | share of cell area
multi-input combinational | 91 | 0.515
timing repair buffer | 85 | 0.432
tap | 50 | 0.0383
inverter | 3 | 0.0145
[where the power goes]
part	internal [mW]	switching, mW
registers	0	0
logic	0.270	0.207
clock network	0	0
[per-layer routing]
| metal | routed length, um | vias up | GRT usage |
|---|---|---|---|
| li1 | - | 513 | - |
| met1 | 1630 | 511 | 0.119 |
| met2 | 1620 | 39 | 0.137 |
| met3 | 174 | 2 | 0.0128 |
| met4 | 16 | 0 | 0 |
| met5 | 0 | - | 0 |
[final timing paths]
| kind | start | endpoint | slack, ns | cells after the start |
|---|---|---|---|---|
| hold / removal | read_addr[6] | Instr_out[21] | 1.01 | 4 |
| setup / recovery | read_addr[2] | Instr_out[4] | -0.13 | 8 |
Power is estimated from default activity; no workload was simulated.
